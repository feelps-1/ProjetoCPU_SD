### design.v
module mux2to132bit(word_a, word_b, sel, data_out);
    input [31:0] word_a, word_b;    
    input sel;                      
    output [31:0]data_out;          
    assign data_out = sel ? word_a : word_b;
endmodule
module mux2to15bit(word_a, word_b, sel, data_out);
    input [4:0] word_a, word_b;    
    input sel;                     
    output [4:0] data_out;         
    assign data_out = sel ? word_a : word_b;
endmodule
### run.sh
#!/bin/bash
# OpenROAD 26Q1-2900-gdf79404cd8, Yosys 0.63+post, stock flow scripts
make -C /OpenROAD-flow-scripts/flow DESIGN_CONFIG=/design/flow/config.mk WORK_HOME=/design/flow/orfs finish
### config.mk
export PLATFORM = sky130hd
export DESIGN_NAME = mux2to132bit
export DESIGN_NICKNAME = mux2to132bit
export VERILOG_FILES = /design/flow/design.v
export SDC_FILE = /design/flow/constraint.sdc
export NUM_CORES = 4
export LEC_CHECK = 1
export CORE_AREA = 10 10 71 71
export DIE_AREA = 0 0 81 81
### constraint.sdc
current_design mux2to132bit

set clk_period 1.0
set clk_io_pct 0.2

create_clock -name clk0 -period $clk_period

set non_clock_inputs [all_inputs -no_clocks]
set_input_delay [expr $clk_period * $clk_io_pct] -clock clk0 $non_clock_inputs
set_output_delay [expr $clk_period * $clk_io_pct] -clock clk0 [all_outputs]
==> out/results.env <==
WORST_HOLD_PATH.NUM_CELLS=3
CRIT_PATH_CELL_COUNT=4
IO_PINS=97
TIMING.CRITICAL_PATH.CELLS='buf_12 -> bufbuf_16 -> mux2_4 -> buf_2'
AVG_VIAS_PER_CELL=3.79
WARNING_COUNT=34
DRT-TOTAL-WL_MM=2.80
ENDPOINT_KIND='output pin'
MAX_FREQ_MHz=848
MAXCAPVIOLATIONS=0
LAYOUT.AREA.SEQ_UM2=0
SYNTHTOLAYOUTAREAGROWTH_PCT=190
POSTLAYOUTCOREUTIL_PCT=43.4
DRCVIOLATIONCOUNT=0
ROUTE.ANTENNA.DIODE_COUNT=0
CP-START-KIND='input pin'
POSTSYNTHCELLCOUNT=36
IR_WORST_VDD_mV=0.134
DRT_PRE_ANTENNA_ITERS=2
TOTAL_POWER_mW=0.624
FIRST_GLOBAL_VIAS=742
CRIT_TYPE='input pin to output pin'
TNS_NS=-3.73
YOSYS_WARNINGS=0
YOSYSCHIPAREA_UM2=544
DIE-AREA_UM2=6560
HOLDBUFCOUNTCTS=0
SYNTH_AREA_UM2=544
CELLPOWERDENSITY_nW_PER_UM2=396
GRT_SETUP_UNREPAIRED='true'
WL_PER_CELL_UM=15.3
SETUP-VIOLATIONS-FINAL=32
WORSTHOLDPATHTYPE='input pin to output pin'
SYN_AVG_CELL_AREA_UM2=15.1
ROUTE.VIAS.TOTAL=693
COUNT_OF_INPUT_AND_OUTPUT_BUFFERS=97
GRT_START_MAX_NET_PINS=11
SYNTH-CELLS-YOSYS=36
P_LEAK_nW=0.850
FINALWEIGHTEDCONGESTION=0.847
CRITICAL_PATH.N_BUFFERS_INVERTERS=3
DP.CELLS=179
YS_TYPES=4
ANTENNA_FOUND_INITIAL=0
CRITICAL-PATH-TOP-DELAY-FAMILY='buffers and inverters'
CP-STARTPOINT='sel'
GRT_FIRST_PASS_WIRELENGTH_MM=3.98
NUMSEQUENTIALCELLS=0
COREAREA_UM2=3630
CELL_COUNT_FINAL_FILLERS_OUT=183
DRT-INITIAL-DRC-COUNT=2
DIE_H_UM=81
VIOLATIONS='negative setup slack'
DRTANTENNAVIOLNETS=0
FINALCRITICALPERIOD_NS=1.18
FIN_HOLD_WS_NS=0.692
CRIT_PATH_TOP_DELAY_CELL='sky130_fd_sc_hd__mux2_4'
WORSTMARGINPINSLEW_NS=0.0875
FLOORPLAN.INITIALDENSITY_PCT=15.0
FINALHOLDVIOLCOUNT=0
YOSYSSEQAREASHARE_PCT=0
WORST-ENDPOINT-REQUIRED_NS=0.80
TIMING.MAX_SLEW.REL_SLACK_PCT=94.2
OVERFLOW=0
TIMING.HOLD.WORST.START='word_a[31]'
STATUS='finished with violations'
FINAL.SETUP.WORST_SLACK_NS=-0.179
MIN_PERIOD_OVER_PERIOD_PCT=118
LAYOUT.FILLER_CELLS=360
DIE_X_UM=81
GLOBALROUTETOTALUTIL_PCT=7.65
LARGEST_FANOUT_OF_ANY_NET_ON_THE_CRITICAL_PATH=5
WORSTPATHARRIVAL_NS=0.98
CLOCK_BUFFER_COUNT=0
LAYOUT-DRIVE-GT1-SHARE_PCT=52.6
LOGIC_AREA_UM2=477
TIMING.FINAL.MAX_SLEW_VIOLATIONS=0
NUM_ROWS=22
CPPEAKSTAGEDELAY_NS=0.28
## final cells by class
type | count | share of cell area, %
multi-input combinational | 32 | 30.2
tap | 48 | 3.81
timing repair buffer | 103 | 66.0
## cell usage after synthesis
library cell             instances  area (um^2)
sky130_fd_sc_hd__buf_6           1         11.3
sky130_fd_sc_hd__mux2_2          2         22.5
sky130_fd_sc_hd__buf_12          3         60.1
sky130_fd_sc_hd__mux2_4         30          450
## metrics by stage
step                setup WS (ns)  cell area [um^2]
global route               -0.202              1580
global placement           -0.502              1540
finish                     -0.179              1580
floorplan                  0.0669               544
CTS                        -0.189              1500
detailed placement         -0.498              1540
## worst min-delay path: stages
cell and delay (ns):
sky130_fd_sc_hd__dlymetal6s2s_1 0.08, sky130_fd_sc_hd__mux2_2 0.13, sky130_fd_sc_hd__buf_2 0.08
## power breakdown
| part | internal [mW] | switching, mW |
|---|---|---|
| Combinational | 0.495 | 0.128 |
| Sequential | 0 | 0 |
| Clock | 0 | 0 |
| Total | 0.495 | 0.128 |
## logic make-up after synthesis
| kind of cell | Yosys count | synth area share [%] |
|---|---|---|
| buf+inv | 4 | 13.1 |
| mux | 32 | 86.9 |
## placed cells by master (no fill, tap or decap)
cell	Yosys	final
sky130_fd_sc_hd__mux2_2	2	1
sky130_fd_sc_hd__buf_12	3	4
sky130_fd_sc_hd__mux2_4	30	31
sky130_fd_sc_hd__bufbuf_16	0	1
sky130_fd_sc_hd__dlygate4sd2_1	0	38
sky130_fd_sc_hd__buf_16	0	2
sky130_fd_sc_hd__buf_6	1	17
sky130_fd_sc_hd__clkdlybuf4s50_1	0	21
sky130_fd_sc_hd__buf_2	0	15
sky130_fd_sc_hd__dlymetal6s2s_1	0	5
## path summary, 6_finish.rpt
kind              slack, ns            to
setup / recovery      -0.18  data_out[24]
hold / removal         0.69  data_out[31]
## repair_timing
item                       CTS  global route
gates cloned                 3             0
setup endpoints to repair   32            32
resized                    148            15
buffers inserted             1             0
## routing by layer
layer / up-vias / GRT usage [%] / wire length [um]
met5: - / 0 / 0
met4: 0 / 0 / 0
met3: 0 / 3.34 / 352
met2: 50 / 13.4 / 1360
met1: 306 / 9.03 / 1090
li1: 337 / - / -
No activity file was given, so power comes from the tool's default toggle rates.
