File: ./design.v
module adder(p1, p2, out);
    input [31:0] p1, p2;
    output [31:0] out;
    assign out = p1 + p2;
endmodule
module adder_plus_4(
    input  [31:0] in,
    output [31:0] out
);
    assign out = in + 4;
endmodule
File: ./run.sh
#!/bin/bash
# OpenROAD 26Q1-2900-gdf79404cd8, Yosys 0.63+post, stock flow scripts
make -C /OpenROAD-flow-scripts/flow DESIGN_CONFIG=/design/flow/config.mk WORK_HOME=/design/flow/orfs finish
File: ./config.mk
export PLATFORM = sky130hd
export DESIGN_NAME = adder
export DESIGN_NICKNAME = adder
export VERILOG_FILES = /design/flow/design.v
export SDC_FILE = /design/flow/constraint.sdc
export NUM_CORES = 4
export LEC_CHECK = 1
export CORE_AREA = 10 10 85 85
export DIE_AREA = 0 0 95 95
File: ./constraint.sdc
current_design adder

set clk_period 24.1
set clk_io_pct 0.2

create_clock -name clk0 -period $clk_period

set non_clock_inputs [all_inputs -no_clocks]
set_input_delay [expr $clk_period * $clk_io_pct] -clock clk0 $non_clock_inputs
set_output_delay [expr $clk_period * $clk_io_pct] -clock clk0 [all_outputs]
==> flow_summary.ini <==
; flow metrics
[synth]
ys_cells = 241
yosysChipArea_mm2 = 0.00174
yosys_warnings = 0
synth_cell_types = 50
postSynthSeqShare = 0
syn_avg_cell_area_um2 = 7.24
synth_cells = 241
netlist_area_mm2 = 0.00174

[worst_hold_path]
hp-start = p2[0]
min_path_cells = 3
hold_path_class = in2out
holdPathEnd = out[0]

[finish]
flop_area_um2 = 0
layout_top_cell = clkdlybuf4s50_1
drive_above_1_share = 0.0307
num-clock-buffers = 0
comb_area_mm2 = 0.00168
syn_to_final_growth_pct = 57.7
mostFrequentLayoutCells = 96 x clkdlybuf4s50_1, 31 x ha_1, 29 x a21oi_1
fill_cells = 560
ff_count = 0

[setup_path]
critPathTopFamily = AND-OR/OR-AND gates
crit_path_frequent_cell = clkdlybuf4s50_1
cp_cell_sequence = clkdlybuf4s50_1 -> ha_1 -> fa_1 -> a21o_1 -> a31o_2 -> nand3_1 -> o221ai_1 -> a311oi_1 -> o21bai_1 -> xor2_1 -> clkdlybuf4s50_1
cp-startpoint = p1[0]
setup.worst_path.start_class = input port
critPathBufInv = 2
critical_path_class = in2out
cp_max_fo = 4
critPathArrivalTime_ns = 7.75
cp-end-kind = primary output
worstPathRequired_ns = 19.28
slowest_delay_ns = 0.50
cp_num_cells = 11
slowest_stage = clkdlybuf4s50_1

[floorplanning]
io-pin-count = 96
dieHeight_um = 95
fp_util = 0.319
core_mm2 = 0.00547
dieWidth_um = 95
dieArea_mm2 = 0.00903
rows = 27

[timing]
period_needed_ns = 12.57
rsz0062_at_grt = false
setup_viol = 0
slew_headroom = 0.654
fin_crit_sh = 0.522
whs_ns = 10.67
drv_slew = 0
worst_pin_slew_ns = 0.506
fin_ws_ns = 11.53
fmaxAchievable_mhz = 79.6
tns_ns = 0
finalHoldViolCount = 0

[routing]
drt_iter0_drc = 71
antenna_cells = 0
drt_pass1_iterations = 4
drcViolationCount = 0
via_count = 2079
wl_mm = 5.74
avgRoutedWirePerCell_um = 14.4
ant_nets = 0
via_per_inst = 5.22

[clocking]
cts_resized = 0
cts_hold_buffers = 0
cts_setup_buffers = 0

[power_and_ir_drop]
p_leak_nw = 1.18
powerDensity_mw_per_mm2 = 29.0
max-vdd-ir-drop_uv = 12.8

[placed_design]
numPortBuffers = 96
gp_congestion = 0.893
hpwl_mm = 5.08
pre_cts_ws_ns = 11.52

[global_route]
grt_overflow = 0
grt_pass1_vias = 2051
grt_pass1_wl_mm = 9.51
antenna_found_initial = 0
grt-busiest-layer = met2
use_met3 = 0.0272
grt_use_total = 0.124
use_met2 = 0.205
grt_util_met1 = 0.169
grt_max_degree = 11

[run_status]
outcome = finished clean

[job]
warnings = 32
drv_cap = 0
[routing by layer]
metal  wire length (um)  part of all wire
met5                  0                 0
met3                464             0.081
met4                 15            0.0026
met1               2760              0.48
met2               2500              0.44
[how the worst max path moves through the flow]
stage	endpoint	slack (ns)
4_1_cts	out[26]	11.50
5_1_grt	out[26]	11.27
6_report	out[26]	11.53
[worst min-delay path: stages]
cell             delay (ns)
clkdlybuf4s50_1        0.46
ha_1                   0.11
clkdlybuf4s50_1        0.45
[cells by family after synthesis]
kind of cell / count (synthesis) / share of synthesized area
AND-OR/OR-AND: 97 / 0.393
XOR/XNOR: 28 / 0.141
adder cells (fa/ha/maj): 32 / 0.234
buffers and inverters: 17 / 0.0380
multiplexers: 2 / 0.0115
AND/OR/NAND/NOR: 65 / 0.183
[cell type report]
cell class | count | area share
well taps | 72 | 0.0327
repair buffers | 96 | 0.349
multi-input cells | 224 | 0.610
inverters | 6 | 0.00819
[metrics by stage]
stage	total power, mW	util	instance area (um^2)	std cells
final	0.0798	0.503	2750	398
after global routing	0.0890	0.503	2750	398
after CTS	0.0812	0.503	2750	398
after detailed placement	0.0806	0.503	2750	398
after global placement	0.0809	0.503	2750	398
after floorplan	0.0385	-	1740	241
[where the power goes]
| group | switching, mW | internal (mW) |
|---|---|---|
| registers | 0 | 0 |
| logic | 0.0315 | 0.0482 |
| clock network | 0 | 0 |
| total | 0.0315 | 0.0482 |
[cells in the mapped netlist (6+ instances only)]
library cell | n | area (um^2)
ha_1 | 31 | 388
a21oi_1 | 29 | 145
a21o_1 | 19 | 143
nand2_1 | 18 | 67.6
xor2_1 | 15 | 131
o21ai_0 | 13 | 65.1
xnor2_1 | 13 | 114
nor2_1 | 12 | 45.0
nand3_1 | 10 | 50.1
clkbuf_1 | 8 | 30.0
nand4_1 | 8 | 50.1
inv_1 | 6 | 22.5
Power and IR drop assume default switching activity.
