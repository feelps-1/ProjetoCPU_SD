--- flow/run.sh ---
#!/bin/bash
# OpenROAD 26Q1-2900-gdf79404cd8, Yosys 0.63+post, stock flow scripts
make -C /OpenROAD-flow-scripts/flow DESIGN_CONFIG=/design/flow/config.mk WORK_HOME=/design/flow/orfs finish
--- flow/config.mk ---
export PLATFORM = sky130hd
export DESIGN_NAME = ULA
export DESIGN_NICKNAME = ULA
export VERILOG_FILES = /design/flow/design.v
export SDC_FILE = /design/flow/constraint.sdc
export NUM_CORES = 4
export LEC_CHECK = 1
export CORE_UTILIZATION = 30
--- flow/constraint.sdc ---
current_design ULA

set clk_period 25.8
set clk_io_pct 0.2

create_clock -name clk0 -period $clk_period

set non_clock_inputs [all_inputs -no_clocks]
set_input_delay [expr $clk_period * $clk_io_pct] -clock clk0 $non_clock_inputs
set_output_delay [expr $clk_period * $clk_io_pct] -clock clk0 [all_outputs]
--- flow/design.v ---
module ULA(ALUControl, A, B, ALUResult, Zero);
    input [3:0] ALUControl;     
    input [31:0] A;             
    input [31:0] B;             
    output reg [31:0] ALUResult;  
    output reg Zero;             
    reg [31:0] ALUResult_reg;   
    always @(*) begin
        case (ALUControl)
            4'b0000: ALUResult_reg = A + B;            
            4'b0001: ALUResult_reg = A - B;            
            4'b0010: ALUResult_reg = A & B;            
            4'b0011: ALUResult_reg = A | B;            
            4'b0100: ALUResult_reg = A ^ B;            
            4'b0101: ALUResult_reg = A << B;           
            4'b0110: ALUResult_reg = A >> B;           
            4'b0111: ALUResult_reg = A * B;            
            4'b1000: ALUResult_reg = (A == B) ? 1 : 0; 
            default: ALUResult_reg = 0;                
        endcase
        ALUResult = ALUResult_reg;                     
        Zero = (ALUResult == 0) ? 1 : 0;               
    end
endmodule
==> flow report <==
DIE
----------------------------------------------------------------------------------
Chip Area                                                               81550 um^2
Area of the core                                                        79260 um^2
Effective utilization at floorplan                                          30.44%
I/O Pins                                                                       101
Number of cell rows                                                            103
DIE WIDTH                                                                 285.6 um
Die span in y                                                             285.6 um

FINISH
----------------------------------------------------------------------------------
Layout area overhead                                                        9.175%
Area occupied by multi-input gates                                      21510 um^2
Core utilization of the finished layout                                     33.23%
Area used by sequential logic in the layout                                 0 um^2
Number of filler instances in the final layout                                8357
Count of flip-flops and latches                                                  0
Total of clock buffers placed in the layout                                      0
Final cell count without fillers                                              4068
Share of final-layout standard cells stronger than drive strength 1         6.246%

PLACEMENT
----------------------------------------------------------------------------------
Port bufs                                                                      101
Dpl hpwl                                                                  81020 um
GP Congestion                                                                1.084
# placed instances                                                            4060

SETUP PATH
----------------------------------------------------------------------------------
Critical Path Start                                                           B[7]
Most common cell on crit path                                         sky130_fd_sc_hd__fa_1
Crit path DAT                                                             14910 ps
Capturing element of the worst setup path                                     Zero
Delay of the slowest cell on the worst path                                 720 ps
Setup crit end kind                                                     output pin
Largest delay contributor family on the critical path                  adder cells
Required arrival time at the worst endpoint                               20640 ps
Maximum fanout along the worst path                                             12
Number of logic stages on the critical path including buffering                 30
Critical path type                                                    input port to output pin
Total buffers and inverters traversed by the critical path                       8
Startpoint type of the worst setup path                                 input port
Slowest library cell on the worst path                                sky130_fd_sc_hd__inv_1

TIMING
----------------------------------------------------------------------------------
Worst-margin pin slew                                                      1087 ps
Setup Total Neg Slack                                                         0 ps
Final worst path period need                                              20070 ps
Number of endpoints failing setup at the final stage                             0
Max-slew violation count                                                         0
Final cycle utilization of the critical path                                77.81%
Setup repair after global routing missed its margin                             no
Number of failing hold endpoints at the final stage                              0
Normalized max-slew margin                                                  27.51%
Worst hold-check slack                                                    11780 ps
Fmax achieved                                                          0.04982 GHz

GLOBAL ROUTE
----------------------------------------------------------------------------------
Pin count of the biggest net entering global routing                            56
GRT Residual Overflow                                                            0
Number of antenna violations at the first check in global routing                2
Wire length of the first global-routing pass                             155300 um
Total routing usage reported by global routing                              27.13%
Number of global-route vias before repair                                    23290

YOSYS
----------------------------------------------------------------------------------
Yosys warning tally                                                              1
Cells taking the most area after synthesis                            sky130_fd_sc_hd__fa_1 34%, sky130_fd_sc_hd__ha_1 11%, sky130_fd_sc_hd__inv_1 7.4%, sky130_fd_sc_hd__nor2_1 6.4%, sky130_fd_sc_hd__nand2_1 5.1%
Synthesized instance count                                                    3017
Share of the yosys chip area belonging to registers                             0%
Yosys top cell by area                                                sky130_fd_sc_hd__fa_1
Average cell area after synthesis                                       7.996 um^2
Max-area cell share                                                         34.02%
Yosys Chip Area                                                         24120 um^2
Post-Syn Area                                                           24120 um^2
Distinct cells, synth                                                           91
Ys cells                                                                      3017

DETAILED ROUTING
----------------------------------------------------------------------------------
Drt total wl                                                             105600 um
Avg Vias per Cell                                                            5.607
Detailed-route via count                                                     22810
DR pass1 iterations                                                              5
DRT iter0 DRCs                                                                1854
Post-DRT Antenna Nets                                                            0
WL/cell                                                                   25.97 um
DRC violation count after routing                                                0

PWR
----------------------------------------------------------------------------------
Cell internal power dissipation                                            2416 uW
Switching fraction of total power                                           60.27%
Leak                                                                    0.01203 uW
Highest ir drop seen on vdd                                               398.4 uV
Post-layout total power                                                    6081 uW
Power dissipated by switching net loads                                    3665 uW
Total power density per cell area                                     230.9 nW/um^2

RUN STATUS
----------------------------------------------------------------------------------
Outcome                                                               finished clean

FLOW RUN
----------------------------------------------------------------------------------
# Max-Cap Violations                                                             0
Log Warnings                                                                    95

WORST HOLD PATH
----------------------------------------------------------------------------------
Class of the worst hold path                                          input port to output pin

CLOCKING
----------------------------------------------------------------------------------
Post CTS Setup Buffer Count                                                      0
Post-CTS Resized                                                                 0
Count of hold buffers inserted by post-cts repair                                0

==> cell type report <==
type	count	share of cell area, %
Antenna cell	8	0.07601
Inverter	490	6.984
Multi-Input combinational cell	2332	81.67
Tap cell	1050	4.988
Timing Repair Buffer	188	6.281
==> power by group through the flow <==
stage / combinational (uW) / sequential [uW] / clock (uW)
after CTS: 5980 / 0 / 0
after global routing: 6630 / 0 / 0.00000307
==> metal layers <==
metal | track usage (%) | wire, um | up-vias
met2 | 37.39 | 43870 | 1461
li1 | - | - | 9956
met5 | 0.9884 | 13 | -
met4 | 11.60 | 5584 | 2
met3 | 12.57 | 14230 | 230
met1 | 37.08 | 41950 | 11160
==> synth_stat cells, drive strengths merged, types with 8 or more instances <==
master	number
inv	477
nor2	410
clkinv	13
mux2i	41
clkbuf	142
a21oi	127
a2111oi	12
a31oi	27
o21a	17
o31ai	11
a21o	13
nor4	11
o21ai	99
nand4	16
nor2b	13
a31o	8
a221oi	18
nand3	34
o22ai	19
nand2	329
o211ai	15
or4	11
xor2	19
a211o	13
o21bai	12
buf	53
nand2b	13
mux2	30
or3	17
xnor2	77
nor3	42
a211oi	21
o31a	11
o221ai	24
and2	19
fa	410
a221o	10
ha	218
mux4	52
==> per-stage QoR <==
stage / setup WS [ps] / instance area (um^2)
after CTS: 5853 / 26320
after global placement: 5978 / 26320
after floorplan: 6862 / 24120
final: 5726 / 26340
after global routing: 5434 / 26320
after detailed placement: 5953 / 26320
==> worst min-delay path by stage <==
stage | start | to | slack (ps) | cells past startpoint
6_report | B[1] | ALUResult[4] | 11780 | 6
5_1_grt | ALUControl[3] | ALUResult[6] | 11820 | 6
4_1_cts | B[3] | ALUResult[2] | 11760 | 6
==> kinds of logic (layout without fill, tap and decap cells) <==
logic type | Yosys count | in the layout | share of synthesized area (%)
fa+ha+maj | 628 | 628 | 45.33
xor+xnor | 96 | 96 | 3.485
other cells | 0 | 8 | 0
compound gates | 529 | 529 | 15.04
mux | 123 | 123 | 8.112
buf+inv | 685 | 678 | 10.88
simple gates | 956 | 956 | 17.15
==> placed cells by master (no fill, tap or decap), types with 16 or more instances in the layout <==
master / n
sky130_fd_sc_hd__buf_4: 89
sky130_fd_sc_hd__nand3_1: 34
sky130_fd_sc_hd__o21ai_0: 98
sky130_fd_sc_hd__a211oi_1: 21
sky130_fd_sc_hd__clkdlybuf4s50_1: 98
sky130_fd_sc_hd__ha_1: 218
sky130_fd_sc_hd__nand4_1: 16
sky130_fd_sc_hd__and2_1: 18
sky130_fd_sc_hd__nor3_1: 41
sky130_fd_sc_hd__mux4_2: 42
sky130_fd_sc_hd__xnor2_1: 77
sky130_fd_sc_hd__a31oi_1: 27
sky130_fd_sc_hd__a221oi_1: 18
sky130_fd_sc_hd__mux2_2: 30
sky130_fd_sc_hd__inv_1: 474
sky130_fd_sc_hd__nor2_1: 410
sky130_fd_sc_hd__fa_1: 410
sky130_fd_sc_hd__nand2_1: 328
sky130_fd_sc_hd__mux2i_1: 41
sky130_fd_sc_hd__o21a_1: 17
sky130_fd_sc_hd__o22ai_1: 19
sky130_fd_sc_hd__xor2_1: 19
sky130_fd_sc_hd__o221ai_1: 24
sky130_fd_sc_hd__or3_1: 17
sky130_fd_sc_hd__a21oi_1: 127
Power is estimated from default activity; no workload was simulated.
